==> ./design.v <==
module bcd_count(input reset, input clk, output reg[3:0] out);
  always @(posedge clk)
    begin
      if(reset)
        out=4'b0000;
      else if ( out==4'd9)
        out=4'd0;
      else
        out= out+1;
    end
endmodule
==> ./run.sh <==
#!/bin/bash
# OpenROAD 26Q1-2900-gdf79404cd8, Yosys 0.63+post, stock flow scripts
make -C /OpenROAD-flow-scripts/flow DESIGN_CONFIG=/design/flow/config.mk WORK_HOME=/design/flow/orfs finish
==> ./config.mk <==
export PLATFORM = sky130hd
export DESIGN_NAME = bcd_count
export DESIGN_NICKNAME = bcd_count
export VERILOG_FILES = /design/flow/design.v
export SDC_FILE = /design/flow/constraint.sdc
export NUM_CORES = 4
export LEC_CHECK = 1
export CORE_AREA = 10 10 70 70
export DIE_AREA = 0 0 80 80
==> ./constraint.sdc <==
current_design bcd_count

set clk_period 1.1
set clk_io_pct 0.2

create_clock -name clk0 -period $clk_period [get_ports {clk}]

set non_clock_inputs [all_inputs -no_clocks]
set_input_delay [expr $clk_period * $clk_io_pct] -clock clk0 $non_clock_inputs
set_output_delay [expr $clk_period * $clk_io_pct] -clock clk0 [all_outputs]
==> reports/qor.txt <==
M1 GR Usage -> 2.73%
Placer's final routability congestion estimate -> 0.690
Worst setup path start -> out[1]
Startpoint types -> register
Fraction of layout cells with a size suffix above 1 -> 46.9%
Final setup fails -> 0
Wire length per cell -> 7.13 um
First-pass DRT Iterations -> 2
Worst EP arrival -> 1.26 ns
Unique cell type count in the Yosys netlist -> 13
Fillers -> 405
Grt met3 use -> 1.70%
Status -> finished clean
Cell count after placement -> 73
HP Start -> out[0]
RSZ-0062 raised after global routing -> yes
Endpoint class of the critical path -> register
Yosys cell count -> 19
Final hold violation count -> 0
TritonCTS clock tree -> built
Synthesized area per cell -> 9.48 sq um
Fin crit share -> 99.9%
Initial antenna violation count -> 0
CTS max path bufs -> 2
Slew margin rel. -> 86.3%
OpenROAD warnings -> 28
Core region area -> 0.00342 sq mm
Post-route minimum period -> 1.10 ns
Gate Count Post-Synth -> 19
Pin count of the biggest net entering global routing -> 6
Post-Place Worst Slack -> -0.0525 ns
Syn Std Cell Area -> 180 sq um
Slew @ Worst Pin -> 0.205 ns
# clock sinks -> 4
Grt ovf -> 0
Die H -> 80 um
Number of port buffers -> 5
Final wirelength -> 556 um
Worst-path fanout max -> 3
Die area -> 0.00640 sq mm
Post-route insts no fill -> 78
Routed Antenna Nets -> 0
Vias per inst -> 2.38
Synth Seq Share -> 44.4%
Leakage -> 0.141 nW
Most frequent cells in the layout -> 4 x dlygate4sd2_1, 4 x buf_4, 3 x clkbuf_4
Power density over the cells -> 1100 mW/mm^2
GRT Max-Usage Layer -> met1
Yosys chip area -> 180 sq um
Drc violations -> 0
Vias in the first global route -> 199
Root buffer cell -> clkbuf_4
Setup slack after layout -> 0.00132 ns
Initial drt markers -> 1
Slew Limit Fails -> 0
Floorplan utilization -> 5.27%
Yosys warns -> 1
CTS Buf Count -> 3
Post-Route Utilization -> 10.9%
GR Util met2 -> 2.17%
Cell Rows -> 21
Worst hold path type -> reg -> reg
Largest register FFs -> 4
Fmax -> 0.910 GHz
Routed vias -> 186
FF+latch count, synth -> 4
Antenna cells -> 0
Clock transition at the registers of the reported paths -> 0.04 ns
# Max-Cap Violations -> 0
R2R Path Start -> out[1]
CP Data Required Time -> 1.26 ns
Max H-tree Level -> 1
Clock Skew -> 0.00356 ns
Latency at later pin -> 0.24 ns
Layout area overhead -> 106%
Final hold slack -> 0.450 ns
WS Path Type -> reg -> reg
Die width -> 80 um
Global-route wire length before repair -> 931 um
IO Count -> 6
Worst vdd ir -> 587 uV
GRT Resource Usage Total -> 1.95%
## logic make-up after synthesis
logic type	count (synthesis)	synth area share, %
AOI/OAI and AO/OA	3	10.4
adders and majority gates	2	13.9
buffers and inverters	1	2.08
DFF	4	44.4
and+or+nand+nor	9	29.2
## per-layer routing
metal	vias up	routed length (um)
met5	-	0
met4	0	0
met3	0	65
met2	10	179
met1	82	311
li1	94	-
## worst max-delay path, stage by stage, from the launching register on
cell and delay [ns]:
dfxtp_2 0.33, inv_2 0.05, ha_4 0.15, or3b_1 0.37, a31oi_1 0.13
## through the flow
stage,total power [mW],setup TNS [ns],cell area (sq um)
floorplan,0.184,0,181
global placement,0.223,0,312
detailed placement,0.228,-0.0602,312
CTS,0.420,-0.0145,363
global route,0.440,-0.0619,372
finish,0.410,0,372
## worst paths after layout
| check | to | slack (ns) | depth (start not counted) |
|---|---|---|---|
| setup / recovery | out[3] | 0.001 | 4 |
| hold / removal | out[0] | 0.45 | 1 |
| setup reg to reg | out[3] | 0.001 | 4 |
| hold reg to reg | out[0] | 0.45 | 1 |
## Yosys cell counts
master	count	area [sq um]
a21oi_1	1	5.00
a31oi_1	1	6.26
dfxtp_1	4	80.1
ha_1	2	25.0
inv_1	1	3.75
nand2_1	2	7.51
nand3_1	1	5.00
nand3b_1	1	7.51
nand4b_1	1	8.76
nor2_1	2	7.51
o21bai_1	1	7.51
or2b_1	1	7.51
or3b_1	1	8.76
## where the power goes
| group | internal (mW) | switching [mW] |
|---|---|---|
| Sequential | 0.154 | 0.00976 |
| Combinational | 0.0416 | 0.0251 |
| Clock | 0.122 | 0.0577 |
## area by class of cell
type | instances | area (sq um) | share of cell area [%]
Sequential cell | 4 | 90.1 | 24.2
Tap cell | 46 | 57.6 | 15.5
Inverter | 1 | 3.75 | 1.01
Timing Repair Buffer | 10 | 86.3 | 23.2
Multi-Input combinational cell | 14 | 111 | 30.0
Clock buffer | 3 | 22.5 | 6.06
## timing repair
action                     CTS  global route
setup buffers                3             0
hold buffers                 0             0
pin swaps                    2             1
resized                     11             3
setup endpoints to repair    5             2
Power figures rest on the tool's default switching activity, not on a simulated workload.
