### ./design.v
module rca(input[7:0] a, input[7:0] b, input cin, output[7:0] out, output cout);
  wire t1, t2, t3 , t4, t5, t6, t7;
  fa f1(.a(a[0]), .b(b[0]),.c(cin), .sum(out[0]), .cout(t1));
  fa f2(.a(a[1]), .b(b[1]),.c(t1), .sum(out[1]), .cout(t2));
  fa f3(.a(a[2]), .b(b[2]),.c(t2), .sum(out[2]), .cout(t3));
  fa f4(.a(a[3]), .b(b[3]),.c(t3), .sum(out[3]), .cout(t4));
  fa f5(.a(a[4]), .b(b[4]),.c(t4), .sum(out[4]), .cout(t5));
  fa f6(.a(a[5]), .b(b[5]),.c(t5), .sum(out[5]), .cout(t6));
  fa f7(.a(a[6]), .b(b[6]),.c(t6), .sum(out[6]), .cout(t7));
  fa f8(.a(a[7]), .b(b[7]),.c(t7), .sum(out[7]), .cout(cout));
endmodule
module fa(input a, input b, input c, output sum, output cout);
  assign sum= a^b^c;
  assign cout= a&b | b&c | c&a;
endmodule
### ./run.sh
#!/bin/bash
# OpenROAD 26Q1-2900-gdf79404cd8, Yosys 0.63+post, stock flow scripts
make -C /OpenROAD-flow-scripts/flow DESIGN_CONFIG=/design/flow/config.mk WORK_HOME=/design/flow/orfs finish
### ./config.mk
export PLATFORM = sky130hd
export DESIGN_NAME = rca
export DESIGN_NICKNAME = rca
export VERILOG_FILES = /design/flow/design.v
export SDC_FILE = /design/flow/constraint.sdc
export NUM_CORES = 4
export LEC_CHECK = 1
export CORE_AREA = 10 10 70 70
export DIE_AREA = 0 0 80 80
### ./constraint.sdc
current_design rca

set clk_period 3.7
set clk_io_pct 0.2

create_clock -name clk0 -period $clk_period

set non_clock_inputs [all_inputs -no_clocks]
set_input_delay [expr $clk_period * $clk_io_pct] -clock clk0 $non_clock_inputs
set_output_delay [expr $clk_period * $clk_io_pct] -clock clk0 [all_outputs]
==> job_summary.md <==
### Flow metrics

| Metric | Value |
|---|---|
| Clk pwr share | `0%` |
| Global-route wire length before repair | `1210 µm` |
| HPWL Detailed | `750 µm` |
| CP Launch Type | `input port` |
| Gp weighted congestion | `0.831` |
| Peak supply drop | `0.0494 mV` |
| Number of max-cap violations | `0` |
| DR iter-0 viols | `0` |
| Flop count | `0` |
| Final min period | `between 4 and 5 ns` |
| Die W | `80 µm` |
| Die ar. | `6400 µm²` |
| Floorplan Utilization | `7.55%` |
| Vias in the first global route | `261` |
| Final Hold Vio Count | `0` |
| Overall routed net length | `between 700 and 800 µm` |
| Buffers on Ports | `26` |
| Diode count | `0` |
| Via/cell ratio | `around 2.4` |
| Slowest CP cell | `fa_2` |
| Tool warnings | `35` |
| Most frequent CP cell | `fa_2` |
| Die Span Y | `80 µm` |
| Req. time, crit path | `around 3.0 ns` |
| Max_slew headroom | `92.5%` |
| Critical Path Max Stage Delay | `0.42 ns` |
| Global Route Usage Sum | `2.38%` |
| Placed cells | `90` |
| Crit path max fanout | `1` |
| Via count | `212` |
| Actual slew at the worst max-slew pin | `0.113 ns` |
| Sw frac | `31.6%` |
| Unrepaired setup endpoints after global routing | `yes` |
| Logic area | `180 µm²` |
| Outcome | `finished, violations left` |
| Failing checks | `negative setup slack` |
| Final WS setup | `-0.834 ns` |
| Max Clock Freq | `0.221 GHz` |
| Core Box Area | `3420 µm²` |
| Critical path arrival | `3.79 ns` |
| Cell internal pwr | `48.6 µW` |
| Yosys chip area | `258 µm²` |
| Critical path type | `in2out` |
| Share of layout cells above drive strength 1 | `47.7%` |
| DR pass1 iterations | `1` |
| Power density cells | `132 nW/µm²` |
| Critical Path, Cell by Cell | `buf_8 -> inv_12 -> fa_2 -> inv_2 -> fa_2 -> fa_2 -> fa_2 -> fa_2 -> fa_2 -> fa_2 -> inv_2 -> fa_2 -> inv_2 -> buf_2` |
| Placed Area | `551 µm²` |
| Combinational share of power | `100.0%` |
| Flip-flop and latch area | `0 µm²` |
| Synth cell types | `3` |
| P_sw | `22.4 µW` |
| Hold Path Class | `in2out` |
| WL/cell | `8.18 µm` |
| Final instance area | `around 540 µm²` |
| Yosys synthesis warning count | `0` |
| Slew Limit Fails | `0` |
| Fill count | `approximately 390` |
| Leak pwr | `0.000215 µW` |
| Antenna violations before repair | `0` |
| Final Util | `15.8%` |
| Seq share, synth | `0%` |
| Number of I/O pins | `26` |
| Ys cells | `26` |
| Total setup buffers inserted after CTS | `0` |
| Fin cells | `90` |
| Mapped Cells | `26` |
| Remaining Overflow, GRT | `0` |
| Mean post-synth cell area | `9.91 µm²` |
| Antenna Violating Nets Remaining | `0` |
| Final setup fails | `4` |
| Largest net degree at the start of global routing | `2` |
| Reg power frac | `0%` |
| # rows | `21` |
| Syn-to-layout area delta | `109%` |
| Critical path capture point type | `output pin` |
| Cell Area, Synth | `roughly 260 µm²` |
| CLK BUF | `0` |
| Tightest hold margin | `2.22 ns` |
| Drc violations | `0` |
| Final Cycle Share | `123%` |
cells by family (layout without fill, tap and decap cells):
family / Yosys count / after routing / synth area share (%)
buffers and inverters: 18 / 36 / 37.9
adders and majority gates: 8 / 8 / 62.1
path summary, 6_finish.rpt:
path	startpoint	end	cells after the start
setup / recovery	a[0]	out[7]	14
hold / removal	cin	out[0]	5
timing repair:
action / CTS / global route
pin swaps: 8 / 8
setup endpoints to repair: 6 / 5
hold buffers: 0 / 0
gates resized: 33 / 2
hold endpoints to repair: 0 / 0
synthesized netlist by cell type (all sizes together):
cell type | instances | area (µm²)
fa | 8 | 160
buf | 8 | 60.1
inv | 10 | 37.5
per-layer routing:
metal | share of wire, % | track usage (%)
met5 | 0 | 0
met4 | 0 | 0
met3 | 26 | 2.05
met2 | 27 | 2.65
met1 | 46 | 3.45
power groups by stage:
stage	clock network (µW)	logic, µW	registers, µW
4_1_cts	0	73.2	0
5_1_grt	0	83.3	0
6_report	0	71.0	0
through the flow:
stage | total power [µW] | setup WS (ns) | setup TNS, ns
2_1_floorplan | 41.9 | -0.649 | -1.28
3_3_place_gp | 81.4 | -1.70 | -6.56
3_5_place_dp | 81.8 | -1.71 | -6.59
4_1_cts | 73.2 | -0.973 | -2.57
5_1_grt | 83.3 | -0.956 | -2.46
6_report | 71.0 | -0.834 | -2.05
cell type report:
class	count	share of cell area, %
inverters	10	10.2
well taps	46	10.7
repair buffers	26	45.6
multi-input cells	8	33.5
cell usage in the layout, fill, tap and decap left out:
cell type,Yosys,final
fa_2,0,8
inv_12,0,1
clkdlybuf4s15_1,0,1
inv_1,10,4
buf_2,0,4
buf_6,0,2
buf_8,0,1
clkdlybuf4s50_1,0,16
inv_2,0,4
inv_6,0,1
dlygate4sd2_1,0,2
worst max-delay path, delay by kind of cell:
kind,cells,cell delay [ns]
buffers and inverters,6,0.39
adder cells (fa/ha/maj),8,2.67
Power is estimated from default activity; no workload was simulated.
