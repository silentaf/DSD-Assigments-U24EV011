===== /design/flow/run.sh =====
#!/bin/bash
# OpenROAD 26Q1-2900-gdf79404cd8, Yosys 0.63+post, stock flow scripts
make -C /OpenROAD-flow-scripts/flow DESIGN_CONFIG=/design/flow/config.mk WORK_HOME=/design/flow/orfs finish

===== /design/flow/config.mk =====
export PLATFORM = sky130hd
export DESIGN_NAME = count
export DESIGN_NICKNAME = count
export VERILOG_FILES = /design/flow/design.v
export SDC_FILE = /design/flow/constraint.sdc
export NUM_CORES = 4
export LEC_CHECK = 1
export CORE_AREA = 10 10 70 70
export DIE_AREA = 0 0 80 80

===== /design/flow/constraint.sdc =====
current_design count

set clk_period 1.3
set clk_io_pct 0.2

create_clock -name clk0 -period $clk_period [get_ports {clk}]

set non_clock_inputs [all_inputs -no_clocks]
set_input_delay [expr $clk_period * $clk_io_pct] -clock clk0 $non_clock_inputs
set_output_delay [expr $clk_period * $clk_io_pct] -clock clk0 [all_outputs]

===== /design/flow/design.v =====
module count(input reset, input clk, output [3:0] q);
  wire t0, t1, t2, t3;
  assign t0= 1'b1;
  assign t1= ~q[0];
  assign t2= ~q[0] & ~q[1];
  assign t3= ~q[0]& ~q[1] &~q[2];
  ff f1(1'b1,clk, reset, q[0]);
  ff f2(t1, clk, reset, q[1]);
  ff f3(t2, clk, reset, q[2]);
  ff f4(t3, clk, reset, q[3]);
endmodule
module ff( input t, input clk, input reset, output reg q);
  always @(posedge clk)
    begin
      if(reset)
        q=1'b1;
      else if(t)
        q = ~q;
    end
endmodule

==> results.json <==
{
  "whs_endpoint": "f4.q",
  "initial_utilization": 0.0502,
  "hold_path_class": "flip-flop to flip-flop",
  "power_density_mw_per_mm2": 1120,
  "grt_pass1_wl_um": 703,
  "finalWorstSetupSlack_ns": 0.216,
  "htree_levels": 1,
  "r2r-start": "f2.q",
  "warnings": 25,
  "clkTransAtPathRegs_ns": 0.04,
  "pre_cts_slack_ns": 0.0439,
  "grt_setup_unrepaired": "no",
  "slew_violations": 0,
  "crit_path_max_incr_delay_ns": 0.36,
  "total_power_mw": 0.330,
  "drv_cap": 0,
  "clockBufferDepth": 2,
  "n_antenna_cell": 0,
  "ys_cells": 17,
  "worst-endpoint-required_ns": 1.41,
  "top_area_cell": "dfxtp_1",
  "die_h_um": 80,
  "ios": 6,
  "cts.sinks": 4,
  "ys_types": 11,
  "yosysWarnings": 1,
  "path_cells": "buf_4, o21ai_0, or3b_1",
  "core_mm2": 0.00342,
  "async_flop_share": 0,
  "insertion_delay_ns": 0.23,
  "end_kind": "flip-flop",
  "worstMarginPinSlew_ns": 0.309,
  "routed_wl_um": 397,
  "track_usage": 0.0151,
  "grt-ovfl-total": 0,
  "dr.pass1.iters": 2,
  "drt_iter0_drc": 18,
  "numCtsBuffers": 3,
  "arrival_ns": 1.20,
  "chip_area_mm2": 0.00640,
  "syn_area_per_cell_um2": 10.1,
  "fin_crit_sh": 0.834,
  "area_leaders": "dfxtp_1, buf_4, mux2i_1",
  "critPathSlowestCell": "or3b_1",
  "report.final.hold_viol_count": 0,
  "ys_seq_share": 0.467,
  "fin_worst_skew_ns": 0.00183,
  "num_rows": 21,
  "area_growth_pct": 71.5,
  "synth_area_um2": 171,
  "drc": 0,
  "synthCells": 17,
  "io_buffer_count": 5,
  "whs_path_depth": 2,
  "synthTopCellsByCount": "buf_4, dfxtp_1",
  "ff_type": "dfxtp_1",
  "hold_buffers": 0,
  "fin_hold_ws_ns": 0.517,
  "routedWlPerCell_um": 5.75,
  "start_kind": "flip-flop",
  "vias": 119,
  "drive_above_1_share": 0.391,
  "relSlewSlack": 0.792,
  "fmax_mhz": 923,
  "gp_congestion": 0.643,
  "setup_tns_ns": 0,
  "drtAntennaViolNets": 0,
  "cts_tree": "built",
  "edf_count": 0,
  "ir_drop_v": 0.000205,
  "path_class": "flip-flop to flip-flop",
  "synth_top_area_share": 0.467,
  "hold_start": "f4.q",
  "timing.rr.end": "f3.q",
  "layout_min_cycle_time_ns": 1.08,
  "grt_pass1_vias": 154,
  "r2r_slack_ns": 0.22,
  "antenna_found_initial": 0,
  "finalSetupViolations": 0,
  "via_per_inst": 1.72,
  "yosys_area_um2": 171,
  "p_leak_nw": 0.0982,
  "chipWidth_um": 80,
  "root_buffer": "clkbuf_4",
  "ys.flops": 4,
  "reg2reg_depth": 3,
  "critPathMaxFanout": 3,
  "grt_start_max_net_pins": 6,
  "status": "finished clean"
}
==> layout make-up <==
type	count	area, µm²
clock buffer	3	22.5
sequential	4	85.1
multi-input combinational	9	61.3
fill	413	3120
timing repair buffer	7	67.6
tap	46	57.6
==> logic make-up (layout without fill, tap and decap cells) <==
group	count (synthesis)	after routing	synth area share
xor gates and xnor gates	1	1	0.0511
AOI/OAI and AO/OA	1	1	0.0292
DFF	4	4	0.467
buffers and inverters	4	10	0.175
and+or+nand+nor	6	6	0.219
muxes	1	1	0.0584
==> critical path: cells and delay by family (launching register included) <==
kind	cells	cell delay, ns
buffers and inverters	1	0.13
and+or+nand+nor	1	0.36
DFF	1	0.31
AOI/OAI and AO/OA	1	0.17
==> cells in the final DEF (no fill, tap or decap) <==
cell / count
dfxtp_2: 4
clkbuf_4: 3
dlymetal6s2s_1: 2
dlygate4sd2_1: 2
buf_4: 2
nor2_1: 1
nor2b_1: 1
nor3_1: 1
mux2i_1: 1
or2b_1: 1
o21ai_0: 1
or3b_1: 1
xor2_1: 1
nand2b_1: 1
clkdlybuf4s50_1: 1
==> power by group <==
group / internal [mW] / switching (mW) / leakage (nW)
registers: 0.133 / 0.00407 / 0.0316
logic: 0.0252 / 0.0126 / 0.0528
clock network: 0.103 / 0.0525 / 0.0138
total: 0.261 / 0.0692 / 0.0982
==> per-stage QoR <==
| stage | util | instance area, µm² | cells |
|---|---|---|---|
| floorplan | - | 171 | 17 |
| global placement | 0.0729 | 249 | 64 |
| detailed placement | 0.0729 | 249 | 64 |
| CTS | 0.0846 | 289 | 69 |
| global route | 0.0861 | 294 | 69 |
| finish | 0.0861 | 294 | 69 |
==> worst max-delay path by stage <==
stage | startpoint | end | slack, ns | depth (start not counted)
after CTS | f2.q | q[1] | 0.007 | 1
after global routing | f1.q | f3.q | 0.1 | 3
final | f2.q | f3.q | 0.22 | 3
==> sequential cells by signal, summed over array words and instances (netlist names) <==
register  cells
f1.q          1
f2.q          1
f3.q          1
f4.q          1
==> layer usage <==
| metal | up-vias | wire length (µm) | GRT usage |
|---|---|---|---|
| met4 | 0 | 0 | 0.00352 |
| met5 | - | 0 | 0 |
| met2 | 8 | 78 | 0.0112 |
| li1 | 65 | - | - |
| met3 | 0 | 79 | 0.0182 |
| met1 | 46 | 239 | 0.0220 |
==> what timing repair did <==
| item | CTS | global route |
|---|---|---|
| gates resized | 6 | 2 |
| cloned | 0 | 0 |
| endpoints found under the setup margin | 4 | 2 |
| setup buffers | 2 | 0 |
No activity file was given, so power comes from the tool's default toggle rates.
